==> design/flow/design.v <==
module led_blink (
    input logic clk,
    output logic [7:0] leds
);
    logic [25:0] counter = 0;
    logic [2:0] position = 3'b000;
    logic direction = 0;
	 logic toggle_it = 0;
    always_ff @(posedge clk) begin
        counter <= counter + 1'b1;
        if (counter == 1_000_000) begin
            counter <= '0 ;
            if (direction == 0) begin
					 if (toggle_it == 0) begin
						position <= position + 1'b1;
					 end	
                if (position == 3'b111 && toggle_it == 1) begin
                    direction <= 1;
						  toggle_it <= 0;
                end
					 if (position == 3'b110) begin
                    toggle_it <= 1;
                end
            end else begin
                if (toggle_it == 0) begin
						position <= position - 1'b1;
					 end
                if (position == 3'b000 && toggle_it == 1) begin
                    direction <= 0;
						  toggle_it <= 0;
                end
					 if (position == 3'b001) begin
                    toggle_it <= 1;
                end
            end
        end
    end
    always_comb begin
        leds = (1 << position);
    end
endmodule
==> design/flow/run.sh <==
#!/bin/bash
# OpenROAD 26Q1-2900-gdf79404cd8, Yosys 0.63+post, stock flow scripts
make -C /OpenROAD-flow-scripts/flow DESIGN_CONFIG=/design/flow/config.mk WORK_HOME=/design/flow/orfs finish
==> design/flow/config.mk <==
export PLATFORM = sky130hd
export DESIGN_NAME = led_blink
export DESIGN_NICKNAME = led_blink
export VERILOG_FILES = /design/flow/design.v
export SDC_FILE = /design/flow/constraint.sdc
export NUM_CORES = 4
export LEC_CHECK = 1
export CORE_AREA = 10 10 107 107
export DIE_AREA = 0 0 117 117
==> design/flow/constraint.sdc <==
current_design led_blink

set clk_period 5.6
set clk_io_pct 0.2

create_clock -name clk0 -period $clk_period [get_ports {clk}]

set non_clock_inputs [all_inputs -no_clocks]
set_input_delay [expr $clk_period * $clk_io_pct] -clock clk0 $non_clock_inputs
set_output_delay [expr $clk_period * $clk_io_pct] -clock clk0 [all_outputs]
==> summary.txt <==
Results of the full flow below.

Logic synthesis:
- The run gives the area share of the leading cell type in the synthesized netlist as 34.0%.
- The run puts the count of cell types in the netlist at 32.
- The run gives the post-synthesis average cell area as 9.74 um^2.
- Ranked by total cell area, the synthesized netlist is headed by sky130_fd_sc_hd__dfxtp_1 34%, sky130_fd_sc_hd__edfxtp_1 9.8%, sky130_fd_sc_hd__xnor2_1 9.2%.
- The run gives the proportion of synthesized flip-flops having asynchronous set or reset as 0%.
- The run gives the number of warnings reported in the yosys synthesis log as 1.
- Looking at area per cell type in the netlist, the leader is sky130_fd_sc_hd__dfxtp_1.
- After synthesis, the design contains 157 cells according to Yosys.
- The synthesized instance count is 157.
- The post-synth register bit count is 31.
- The run gives the total cell area reported by yosys after synthesis as 1530 um^2.
- The share of the Yosys chip area taken by registers is 43.9%.
- The run puts the count of flip-flops with a built-in enable after synthesis at 5.
- Post-synth the commonest register cell is sky130_fd_sc_hd__dfxtp_1.
- Summing every instance area after synthesis gives 1530 um^2.

Power and ir drop:
- The run gives the power density of the placed cells as 235 nW/um^2.
- The run gives the leakage dissipation as 0.652 nW.
- In this run the VDD rail shows a maximum IR drop of 0.0000833 V.

Layout:
- In this run the layout overhead on the synthesized area is reported as 20.7%.
- The run gives the count of filler cells inserted in the layout as 992.
- The run puts the final non-filler cell area at 1850 um^2.
- The run puts the share of layout cells above drive strength 1 at 8.24%.

Route:
- Once iteration 0 of detailed routing completed, the report listed 39 DRC markers.
- The routed design shows a via density per instance of 3.98.
- The run gives the detail-routed net length per standard cell as 9.74 um.
- The wire length recorded after detailed routing is 2.74 mm.
- The run puts the residual antenna-violating net count after detailed routing at 0.
- According to the report, the first pass of detailed routing completed in 4 iterations.
- The run puts the number of diodes added for antenna fixing at 0.
- The run puts the total number of vias at 1,117.
- The run gives the residual DRC count as 0.

Global route:
- The run gives the via count of the first global-routing pass as 1,000.
- The run gives the wire length of the first global-routing pass as 4.66 mm.
- The run gives the number of antenna violations at the first check in global routing as 0.
- The run puts the sum of overflow across all layers after global routing at 0.
- Across every metal layer, demand over resource in global routing totals 4.18%.
- Entering global routing, the biggest net connects 12 pins.

Die:
- The run puts the vertical die dimension at 117 um.
- For this design the top-level I/O count stands at 9.
- The core region is 9200 um^2.
- Per the OpenROAD floorplan log, the area of the die is 13,700 um^2.
- The run puts the width of the chip at 117 um.
- For reference, the placement row count at floorplan is 35.
- The run puts the floorplan utilization at 16.6%.

CTS:
- The run puts the number of CTS-inserted buffers at 5.
- Clock tree synthesis selected as its root buffer the cell sky130_fd_sc_hd__clkbuf_8.
- TritonCTS built the clock tree.
- The run puts the number of buffers added for setup after CTS at 0.
- The run gives the source-to-sink clock delay at the later pin of the worst-skew pair as 280 ps.
- The run gives the buffer depth of the longest clock path as 2.
- The run puts the number of instances resized during post-cts repair at 0.
- The run puts the clock-pin slew on the worst setup and hold paths at 70 ps.
- TritonCTS reports the number of clock sinks as 31.
- The run gives the CTS H-tree depth as 2.
- The report puts the hold buffer count at CTS at 0.

Timing:
- Per the timing report, the achievable frequency comes out to 352 MHz.
- The run puts the setup TNS after final layout at 0 ps.
- Once routing completed, OpenROAD measured the worst setup slack at 2760 ps.
- For reference, the final report shows the hold violation count at 0.
- The run puts the total count of max-transition violations in the final report at 0.
- The run gives the period utilization as 50.7%.
- The routed design could run at a clock period as short as 2840 ps.
- Looking at the max-slew report, the worst-margin pin has a slew of 839 ps.
- Setup repair after global routing left no endpoint under its margin.
- The run puts the relative slew slack at 43.9%.
- Endpoints with negative setup slack in the final report add up to 0.
- The run gives the maximum clock skew at final layout as 6.01 ps.

Setup path:
- The run gives the biggest cell delay along the critical path as 500 ps.
- The run gives the type of origin of the critical path as a flop.
- The run puts the depth of the worst register-to-register path at 4.
- Per STA, the startpoint of the critical path is position[0]$_DFFE_PP_.
- The critical path is of the reg2out type.
- For flop-to-flop paths, the worst setup slack is 3470 ps.
- The run gives the largest fanout on the critical path as 4.
- The launch point of the worst register-to-register path is recorded as counter[2]$_SDFF_PN0_.
- Together, buffers and inverters on the worst path number 2.
- The cell sequence reported for the critical path is inv_1 > ha_1 > nor2b_1 > clkdlybuf4s50_1.
- The run puts the endpoint required time on the critical path at 4480 ps.
- The capture point of the worst register-to-register path is recorded as counter[17]$_SDFF_PN0_.
- The STA report counts the stages on the worst setup path as 4.
- The worst setup path is captured at a primary output.
- The run puts the arrival time of data at the critical path endpoint at 1720 ps.
- The run gives the end point of the critical path as leds[0].
- The run gives the slowest cell on the critical path as sky130_fd_sc_hd__clkdlybuf4s50_1.
- The run gives the gate family responsible for the most delay along the worst path as buffers and inverters.

Worst hold path:
- The worst hold path belongs to the class reg2reg.

Run:
- The number of maximum-capacitance violations recorded for the run is 0.
- In this run the tools logged warnings totalling 31.

Placed design:
- The run puts the detailed placement HPWL at 1.97 mm.
- The run gives the cell area reported after detailed placement as 1730 um^2.
- The run gives the worst setup timing slack at the placement stage as 3050 ps.
- The run puts the final estimated routing congestion in global placement at 0.841.
- During placement, the flow inserted port buffers numbering 8.

Outcome:
- The flow ran to the end, and the final reports show no timing, DRC or antenna violations.
## cells by family after synthesis
logic type	Yosys count	share of synthesized area, %
adders and majority gates	9	7.37
buffers and inverters	12	3.19
DFF	31	43.9
xor gates and xnor gates	23	13.7
and+or+nand+nor	71	26.8
muxes	2	1.39
AOI/OAI and AO/OA	9	3.68
## worst register-to-register path, delay by kind of cell, from the launching register on
family,cells,cell delay (ps)
simple gates,3,1160
compound gates,1,370
flops,1,470
## synthesized netlist by cell type, types with 5 or more instances
master	instances
sky130_fd_sc_hd__dfxtp_1	26
sky130_fd_sc_hd__nand3_1	8
sky130_fd_sc_hd__edfxtp_1	5
sky130_fd_sc_hd__xor2_1	6
sky130_fd_sc_hd__xnor2_1	16
sky130_fd_sc_hd__nand4_1	6
sky130_fd_sc_hd__nand2_1	10
sky130_fd_sc_hd__inv_1	9
sky130_fd_sc_hd__ha_1	9
sky130_fd_sc_hd__nor3_1	7
sky130_fd_sc_hd__nor2_1	16
## stage by stage
stage          instances  hold slack, ps  util, %  total power [mW]
2_1_floorplan        157             430        -             0.230
3_3_place_gp         273             446     18.8             0.230
3_5_place_dp         273             456     18.8             0.230
4_1_cts              281             466     20.1             0.442
5_1_grt              281             489     20.1             0.450
6_report             281             470     20.1             0.434
## worst min path at each step
stage	start	to	slack, ps	depth (start not counted)
after global routing	counter[0]$_SDFF_PN0_	counter[0]$_SDFF_PN0_	490	1
final	counter[0]$_SDFF_PN0_	counter[0]$_SDFF_PN0_	470	1
after CTS	counter[0]$_SDFF_PN0_	counter[0]$_SDFF_PN0_	470	1
## power breakdown
part           switching [mW]  internal (mW)   total [mW]  leakage (nW)
Clock                  0.0829          0.126        0.209        0.0594
Combinational               0              0  0.000000325         0.325
Sequential                  0          0.225        0.225         0.267
## layout by cell type (no fill, tap or decap), types with 7 or more instances in the layout
cell	count
sky130_fd_sc_hd__clkdlybuf4s50_1	8
sky130_fd_sc_hd__nor2_1	16
sky130_fd_sc_hd__nor3_1	7
sky130_fd_sc_hd__nand3_1	8
sky130_fd_sc_hd__xnor2_1	16
sky130_fd_sc_hd__ha_1	9
sky130_fd_sc_hd__nand2_1	10
sky130_fd_sc_hd__dfxtp_1	26
sky130_fd_sc_hd__inv_1	9
## sequential cells by signal (all words and copies together) (netlist names)
register	cells
toggle_it	1
counter	26
position	3
direction	1
## layer usage
layer / track usage, % / routed length [um] / up-vias
li1: - / - / 574
met1: 5.68 / 1390 / 519
met2: 6.30 / 1150 / 22
met3: 1.44 / 153 / 2
met4: 0.906 / 47 / 0
met5: 0 / 0 / -
## layout make-up
class,instances,area [um^2],area share [%]
Inverter,9,33.8,1.83
Sequential cell,31,671,36.3
Clock buffer,7,108,5.83
Multi-Input combinational cell,114,810,43.9
Clock inverter,1,5.00,0.271
Tap cell,111,139,7.53
Timing Repair Buffer,8,80.1,4.34
Power is estimated from default activity; no workload was simulated.
